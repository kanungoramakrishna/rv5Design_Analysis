<file path="design/flow/config.mk">
export PLATFORM = sky130hd
export DESIGN_NAME = data_array
export DESIGN_NICKNAME = data_array
export VERILOG_FILES = /design/flow/design.v
export SDC_FILE = /design/flow/constraint.sdc
export NUM_CORES = 4
export LEC_CHECK = 1
export CORE_UTILIZATION = 50
</file>
<file path="design/flow/constraint.sdc">
current_design data_array

set clk_period 23.0
set clk_io_pct 0.2

create_clock -name clk0 -period $clk_period [get_ports {clk}]

set non_clock_inputs [all_inputs -no_clocks]
set_input_delay [expr $clk_period * $clk_io_pct] -clock clk0 $non_clock_inputs
set_output_delay [expr $clk_period * $clk_io_pct] -clock clk0 [all_outputs]
</file>
<file path="design/flow/design.v">
package pcmux;
typedef enum bit [1:0] {
    pc_plus4  = 2'b00
    ,alu_out  = 2'b01
    ,alu_mod2 = 2'b10
} pcmux_sel_t;
endpackage
package cmpmux;
typedef enum bit {
    rs2_out = 1'b0
    ,i_imm = 1'b1
} cmpmux_sel_t;
endpackage
package alumux;
typedef enum bit {
    rs1_out = 1'b0
    ,pc_out = 1'b1
} alumux1_sel_t;
typedef enum bit [2:0] {
    i_imm    = 3'b000
    ,u_imm   = 3'b001
    ,b_imm   = 3'b010
    ,s_imm   = 3'b011
    ,j_imm   = 3'b100
    ,rs2_out = 3'b101
} alumux2_sel_t;
endpackage
package regfilemux;
typedef enum bit [3:0] {
    alu_out   = 4'b0000
    ,br_en    = 4'b0001
    ,u_imm    = 4'b0010
    ,lw       = 4'b0011
    ,pc_plus4 = 4'b0100
    ,lb        = 4'b0101
    ,lbu       = 4'b0110   
    ,lh        = 4'b0111
    ,lhu       = 4'b1000   
} regfilemux_sel_t;
endpackage
interface rvfi_itf(input clk, input rst);
    logic halt;
    logic commit;
    logic [63:0] order;
    logic [31:0] inst;
    logic trap;
    logic [4:0] rs1_addr;
    logic [4:0] rs2_addr;
    logic [31:0] rs1_rdata;
    logic [31:0] rs2_rdata;
    logic load_regfile;
    logic [4:0] rd_addr;
    logic [31:0] rd_wdata;
    logic [31:0] pc_rdata;
    logic [31:0] pc_wdata;
    logic [31:0] mem_addr;
    logic [3:0] mem_rmask;
    logic [3:0] mem_wmask;
    logic [31:0] mem_rdata;
    logic [31:0] mem_wdata;
    logic [15:0] errcode;
endinterface
module data_array #(
    parameter s_offset = 5,
    parameter s_index = 3
)
(
    clk,
    rst,
    read,
    write_en,
    rindex,
    windex,
    datain,
    dataout
);
localparam s_mask   = 2**s_offset;
localparam s_line   = 8*s_mask;
localparam num_sets = 2**s_index;
input clk;
input rst;
input read;
input [s_mask-1:0] write_en;
input [s_index-1:0] rindex;
input [s_index-1:0] windex;
input [s_line-1:0] datain;
output logic [s_line-1:0] dataout;
logic [s_line-1:0] data [num_sets-1:0]  ;
logic [s_line-1:0] _dataout;
assign dataout = _dataout;
always_ff @(posedge clk)  
begin
    if (rst) begin
        for (int i = 0; i < num_sets; ++i)
            data[i] <= '0;
    end
    else begin
        if (read)
            for (int i = 0; i < s_mask; i++)
                _dataout[8*i +: 8] <= (write_en[i] & (rindex == windex)) ?
                                      datain[8*i +: 8] : data[rindex][8*i +: 8];
        for (int i = 0; i < s_mask; i++)
        begin
            data[windex][8*i +: 8] <= write_en[i] ? datain[8*i +: 8] :
                                                    data[windex][8*i +: 8];
        end
    end
end
endmodule : data_array
</file>
<file path="design/flow/run.sh">
#!/bin/bash
# OpenROAD 26Q1-2900-gdf79404cd8, Yosys 0.63+post, stock flow scripts
make -C /OpenROAD-flow-scripts/flow DESIGN_CONFIG=/design/flow/config.mk WORK_HOME=/design/flow/orfs finish
</file>
==> flow_summary.rst <==
Flow metrics
------------

.. list-table::
   :header-rows: 1

   * - Metric
     - Value
   * - Placed cells
     - 9,274
   * - Worst slew pin tran
     - 902 ps
   * - Die outline width
     - 458 µm
   * - Worst-path fanout max
     - 63
   * - Worst hold-check path type
     - reg2reg
   * - Reported max-cap violation count
     - 0
   * - Sequential element share of the synthesized area
     - 0.666
   * - Synthesis-to-layout area growth
     - 15.6%
   * - Per-cell routed wire length
     - 26.5 µm
   * - Clock latency on the worst-skew pair
     - 910 ps
   * - First-pass iteration count of the detailed router
     - 7
   * - Post-route clock period utilization
     - 0.341
   * - I/O Pins
     - around 550
   * - Pins Over Slew Limit
     - 0
   * - Result of the run
     - finished, final reports clean
   * - Mean post-synth cell area
     - 16.7 µm²
   * - Gates resized, CTS repair
     - 0
   * - Synthesis Warnings
     - 1
   * - Average via count per standard cell
     - ~5.6
   * - F_max
     - 0.127 GHz
   * - Setup TNS
     - 0 ps
   * - Effective utilization at floorplan
     - 0.505
   * - Destination of the worst register-to-register timing path
     - _dataout[91]$_DFFE_PP_
   * - Slack of the worst reg-to-reg path
     - around 21,000 ps
   * - Total placed instance area
     - 112,000 µm²
   * - Relative slew slack
     - 0.396
   * - Routed length on met2
     - 128,000 µm
   * - Total half-perimeter wirelength after legalization and detailed placement
     - 167,000 µm
   * - Design Area, Final
     - 120,000 µm²
   * - Register-to-Register Path Depth
     - 3
   * - Instance tally after logic synthesis
     - 6,211
   * - Crit path from
     - rindex[0]
   * - Cell at the root of the clock tree
     - sky130_fd_sc_hd__clkbuf_16
   * - Die footprint
     - 209,000 µm²
   * - Total via count after detailed routing
     - 54,252
   * - Longest Clk Path Bufs
     - 4
   * - Worst setup EP type
     - flip-flop
   * - Chip area from the yosys synthesis statistics
     - 104,000 µm²
   * - Clock transition at path regs
     - 60 ps
   * - Number of buffer cells added on primary ports
     - 552
   * - Number of nets with antenna violations after routing
     - 0
   * - Post-route non-filler standard cell count
     - 9,757
   * - Largest net degree at the start of global routing
     - 92
   * - Number of different library cells in the post-synthesis netlist
     - 20
   * - Final estimated routing congestion in global placement
     - approximately 0.85
   * - Post-CTS setup buffer count
     - 0
   * - GR Overflow Total
     - 0
   * - Leakage Power
     - 41.4 nW
   * - Hold_buf cts
     - 0
   * - Number of warnings in the stage logs
     - 26
   * - Layout fillers
     - 15,254
   * - Die height
     - about 460 µm
   * - TritonCTS clock tree
     - yes
   * - Number of H-tree levels
     - 5
   * - TritonCTS Buffers
     - approximately 270
   * - Beginning of the worst register-to-register path
     - data[6][91]$_SDFFCE_PN0P_
   * - DRT iter0 DRCs
     - about 2,800
   * - DRC violation count after routing
     - 0
   * - Yosys cell count
     - 6,211
   * - Wire length the detailed router placed on met1
     - 94,100 µm
   * - Top metal layer carrying routed signals
     - met5
   * - Global-route wire length before repair
     - 384,000 µm
   * - P per Cell Area
     - 80.7 nW/µm²
   * - RSZ-0062 raised after global routing
     - no
   * - Worst clock skew on the final layout
     - approximately 40 ps
   * - Fraction of layout instances using a drive strength above 1
     - 0.241
   * - Hold Slack
     - 872 ps
   * - GRT Util Overall
     - 0.280
   * - Share of the core filled with cells in the final layout
     - 0.584
   * - Std-Cell Core Area
     - 205,000 µm²
   * - Worst EP arrival
     - 8490 ps
   * - Termination of the worst setup path
     - _dataout[59]$_DFFE_PP_
   * - Final min period
     - 7840 ps
   * - Yosys reg bits
     - 2,304
   * - Row count
     - 166
   * - Antenna violations before repair
     - 66
   * - Hold violation total from the final report
     - 0
   * - Synth Cell Area
     - 104,000 µm²
   * - CP Launch Type
     - input pin
   * - Required @ worst endpoint
     - 23,650 ps
   * - Peak ir drop on the vdd network
     - between 0.08 and 0.09 mV
   * - Endpoints failing setup
     - 0
   * - Via count of the first global-routing pass
     - 58,425
   * - Critical path class
     - in2reg
   * - WL final
     - approximately 260,000 µm
   * - Routed length on met3
     - 26,400 µm
   * - Sink Count
     - 2,304
-- cells in the final DEF (no fill, tap or decap) --
| cell type | synthesis | final |
|---|---|---|
| sky130_fd_sc_hd__and2_1 | 2048 | 2048 |
| sky130_fd_sc_hd__buf_12 | 0 | 2 |
| sky130_fd_sc_hd__buf_4 | 0 | 68 |
| sky130_fd_sc_hd__buf_8 | 0 | 4 |
| sky130_fd_sc_hd__bufinv_16 | 0 | 7 |
| sky130_fd_sc_hd__clkbuf_1 | 150 | 65 |
| sky130_fd_sc_hd__clkbuf_16 | 0 | 281 |
| sky130_fd_sc_hd__clkdlybuf4s50_1 | 0 | 548 |
| sky130_fd_sc_hd__clkinv_1 | 0 | 58 |
| sky130_fd_sc_hd__clkinv_2 | 0 | 40 |
| sky130_fd_sc_hd__clkinvlp_4 | 0 | 2 |
| sky130_fd_sc_hd__diode_2 | 0 | 27 |
| sky130_fd_sc_hd__edfxtp_1 | 2304 | 2304 |
| sky130_fd_sc_hd__inv_6 | 0 | 3 |
| sky130_fd_sc_hd__mux2_1 | 2 | 2 |
| sky130_fd_sc_hd__mux2_2 | 510 | 510 |
| sky130_fd_sc_hd__mux4_2 | 512 | 512 |
| sky130_fd_sc_hd__nand2b_1 | 32 | 32 |
| sky130_fd_sc_hd__nand3_4 | 0 | 1 |
| sky130_fd_sc_hd__nand3b_1 | 3 | 3 |
| sky130_fd_sc_hd__nand4b_1 | 32 | 32 |
| sky130_fd_sc_hd__nor2_1 | 256 | 256 |
| sky130_fd_sc_hd__nor2b_4 | 0 | 1 |
| sky130_fd_sc_hd__or2_2 | 256 | 256 |
| sky130_fd_sc_hd__or3_4 | 0 | 1 |
| sky130_fd_sc_hd__or3b_4 | 0 | 3 |
| sky130_fd_sc_hd__xnor2_2 | 2 | 1 |
| sky130_fd_sc_hd__xnor2_4 | 0 | 2 |
-- sequential cells by signal, summed over array words and instances, names as in the netlist --
name / count
data: 2048
_dataout: 256
-- metal layers --
layer	up-vias	global-route usage
met5	-	0.00505
met4	50	0.0876
met3	537	0.119
met2	2129	0.417
met1	26903	0.419
li1	24633	-
-- cell usage after synthesis --
master	number	area [µm²]
sky130_fd_sc_hd__xnor2_2	2	32.5
sky130_fd_sc_hd__nor2b_1	1	6.26
sky130_fd_sc_hd__mux2_1	2	22.5
sky130_fd_sc_hd__buf_2	26	130
sky130_fd_sc_hd__nand3_1	1	5.00
sky130_fd_sc_hd__nand2b_1	32	200
sky130_fd_sc_hd__mux2_2	510	5740
sky130_fd_sc_hd__buf_6	54	608
sky130_fd_sc_hd__nor2_1	256	961
sky130_fd_sc_hd__mux4_2	512	11500
sky130_fd_sc_hd__nand3b_1	3	22.5
sky130_fd_sc_hd__xnor2_1	1	8.76
sky130_fd_sc_hd__and2_1	2048	12800
sky130_fd_sc_hd__buf_1	17	63.8
sky130_fd_sc_hd__or3b_2	3	26.3
sky130_fd_sc_hd__nand4b_1	32	280
sky130_fd_sc_hd__or3_1	1	6.26
sky130_fd_sc_hd__or2_2	256	1600
sky130_fd_sc_hd__edfxtp_1	2304	69200
sky130_fd_sc_hd__clkbuf_1	150	563
-- worst min path at each step --
stage / startpoint / to / slack (ps) / cells past startpoint
4_1_cts: data[3][247]$_SDFFCE_PN0P_ / _dataout[247]$_DFFE_PP_ / 880 / 3
5_1_grt: data[3][247]$_SDFFCE_PN0P_ / _dataout[247]$_DFFE_PP_ / 900 / 3
6_report: data[4][9]$_SDFFCE_PN0P_ / _dataout[9]$_DFFE_PP_ / 870 / 3
-- final cells by class --
type	count	area [µm²]	area share
Clock inverter	110	669	0.00558
Multi-Input combinational cell	3660	33300	0.278
Antenna cell	27	67.6	0.000563
Clock buffer	346	7280	0.0606
Tap cell	2688	3360	0.0280
Sequential cell	2304	69200	0.577
Timing Repair Buffer	622	6100	0.0508
-- logic make-up (layout without fill, tap and decap cells) --
kind of cell / Yosys count / count (layout) / share of synthesized area
buf+inv: 247 / 1078 / 0.0131
flops: 2304 / 2304 / 0.666
mux: 1024 / 1024 / 0.167
simple gates: 2633 / 2633 / 0.153
xor+xnor: 3 / 3 / 0.000398
other cells: 0 / 27 / 0
-- critical path: stages --
cell,delay [ps]
sky130_fd_sc_hd__buf_8,370
sky130_fd_sc_hd__buf_12,460
sky130_fd_sc_hd__buf_12,490
sky130_fd_sc_hd__buf_4,660
sky130_fd_sc_hd__buf_4,550
sky130_fd_sc_hd__mux4_2,580
sky130_fd_sc_hd__mux2_2,270
sky130_fd_sc_hd__mux2_2,260
-- power by group --
group,switching [W],internal [W]
registers,0.0000713,0.00490
logic,0.000403,0.000388
clock network,0.00163,0.00230
total,0.00210,0.00758
-- stage by stage --
stage               setup WS [ps]  total power [W]
floorplan                    5800          0.00550
global placement            14130          0.00585
detailed placement          14120          0.00586
CTS                         15110          0.00979
global route                14790           0.0100
finish                      15160          0.00968
Power and IR drop assume default switching activity.
